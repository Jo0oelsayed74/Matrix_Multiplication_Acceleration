<file path="config.mk">
export PLATFORM = sky130hd
export DESIGN_NAME = Matrix_Multiplication
export DESIGN_NICKNAME = Matrix_Multiplication
export VERILOG_FILES = /design/flow/design.v
export SDC_FILE = /design/flow/constraint.sdc
export NUM_CORES = 4
export LEC_CHECK = 1
export CORE_UTILIZATION = 50
</file>
<file path="constraint.sdc">
current_design Matrix_Multiplication

set clk_period 8.7
set clk_io_pct 0.2

create_clock -name clk0 -period $clk_period [get_ports {clk}]

set non_clock_inputs [all_inputs -no_clocks]
set_input_delay [expr $clk_period * $clk_io_pct] -clock clk0 $non_clock_inputs
set_output_delay [expr $clk_period * $clk_io_pct] -clock clk0 [all_outputs]
</file>
<file path="design.v">
module Matrix_Multiplication (
  input clk, reset,
  input [7:0] a1, a2, a3, a4, b1, b2, b3, b4,
  output [16:0] c1, c2, c3, c4, c5, c6, c7, c8, c9, c10, c11, c12, c13, c14, c15, c16
);
  wire [7:0] 
  p12, p15, p23, p26, 
  p34, p37, p48, p56, 
  p59, p610, p67, p78, 
  p711, p812, p913, p910, 
  p1014, p1011, p1115, p1112, 
  p1216, p1314, p1415, p1516;
  Systolic_array B1(
    .clk(clk),
    .reset(reset),
    .in_a(a1),
    .in_b(b1),
    .out_a(p15),
    .out_b(p12),
    .out_c(c1)
  );
  Systolic_array B2(
    .clk(clk),
    .reset(reset),
    .in_a(a2),
    .in_b(p12),
    .out_a(p26),
    .out_b(p23),
    .out_c(c2)
  );
  Systolic_array B3(
    .clk(clk),
    .reset(reset),
    .in_a(a3),
    .in_b(p23),
    .out_a(p37),
    .out_b(p34),
    .out_c(c3)
  );
  Systolic_array B4(
    .clk(clk),
    .reset(reset),
    .in_a(a4),
    .in_b(p34),
    .out_a(p48),
    .out_b(),
    .out_c(c4)
  );
  Systolic_array B5(
    .clk(clk),
    .reset(reset),
    .in_a(p15),
    .in_b(b2),
    .out_a(p59),
    .out_b(p56),
    .out_c(c5)
  );
  Systolic_array B6(
    .clk(clk),
    .reset(reset),
    .in_a(p26),
    .in_b(p56),
    .out_a(p610),
    .out_b(p67),
    .out_c(c6)
  );
  Systolic_array B7(
    .clk(clk),
    .reset(reset),
    .in_a(p37),
    .in_b(p67),
    .out_a(p711),
    .out_b(p78),
    .out_c(c7)
  );
  Systolic_array B8(
    .clk(clk),
    .reset(reset),
    .in_a(p48),
    .in_b(p78),
    .out_a(p812),
    .out_b(),
    .out_c(c8)
  );
  Systolic_array B9(
    .clk(clk),
    .reset(reset),
    .in_a(p59),
    .in_b(b3),
    .out_a(p913),
    .out_b(p910),
    .out_c(c9)
  );
  Systolic_array B10(
    .clk(clk),
    .reset(reset),
    .in_a(p610),
    .in_b(p910),
    .out_a(p1014),
    .out_b(p1011),
    .out_c(c10)
  );
  Systolic_array B11(
    .clk(clk),
    .reset(reset),
    .in_a(p711),
    .in_b(p1011),
    .out_a(p1115),
    .out_b(p1112),
    .out_c(c11)
  );
  Systolic_array B12(
    .clk(clk),
    .reset(reset),
    .in_a(p812),
    .in_b(p1112),
    .out_a(p1216),
    .out_b(),
    .out_c(c12)
  );
  Systolic_array B13(
    .clk(clk),
    .reset(reset),
    .in_a(p913),
    .in_b(b4),
    .out_a(),
    .out_b(p1314),
    .out_c(c13)
  );
  Systolic_array B14(
    .clk(clk),
    .reset(reset),
    .in_a(p1014),
    .in_b(p1314),
    .out_a(),
    .out_b(p1415),
    .out_c(c14)
  );
  Systolic_array B15(
    .clk(clk),
    .reset(reset),
    .in_a(p1115),
    .in_b(p1415),
    .out_a(),
    .out_b(p1516),
    .out_c(c15)
  );
  Systolic_array B16(
    .clk(clk),
    .reset(reset),
    .in_a(p1216),
    .in_b(p1516),
    .out_a(),
    .out_b(),
    .out_c(c16)
  );
endmodule
module Systolic_array (
    input clk, reset,
    input [7:0] in_a, in_b,
    output reg [7:0] out_a, out_b,
    output reg [16:0] out_c
);
    always @(posedge clk or posedge reset) 
		begin
			if (reset) begin
				out_a <= 8'b0;
				out_b <= 8'b0;
				out_c <= 17'b0;
        end
			else 
				begin
					out_c <= out_c + (in_a * in_b);
					out_a <= in_a;
					out_b <= in_b;
				end
			end
endmodule
</file>
<file path="run.sh">
#!/bin/bash
# OpenROAD 26Q1-2900-gdf79404cd8, Yosys 0.63+post, stock flow scripts
make -C /OpenROAD-flow-scripts/flow DESIGN_CONFIG=/design/flow/config.mk WORK_HOME=/design/flow/orfs finish
</file>
==> results.py <==
# Metrics from the implementation run
metrics = {
    "final_timing": {
        "setup_tns_ps": 0,
        "hold_viol": 0,
        "worst_pin_slew_ps": 696.5,
        "final.setup_skew_ps": 23.60,
        "grt_setup_unrepaired": "no",
        "setup_viol": 0,
        "fin_crit_sh_pct": 79.53,
        "max_freq_mhz": 144.5,
        "relSlewSlack_pct": 53.57,
        "slew_viol_final": 0,
        "fin_crit_ps": 6919,
    },
    "route": {
        "routed_wl_mm": 124.8,
        "drc": 0,
        "drt_iter0_drc": 1350,
        "wl_met2_mm": 57.74,
        "dr_wl_met3_mm": 7.744,
        "vias_per_cell": 5.141,
        "drtAntennaViolNets": 0,
        "vias": 39710,
        "topRoutingLayerUsed": "met5",
        "m1WireLength_mm": 55.18,
        "post_drt_wl_per_cell_um": 16.16,
        "drtPass1Iterations": 4,
    },
    "power_and_ir_drop": {
        "p_sw_mw": 11.74,
        "pwr-share-clk_pct": 11.6,
        "leakagePower_nw": 32.11,
        "power_switching_share_pct": 44.80,
        "comb_power_share_pct": 73.7,
        "cellPowerDensity_nw_per_um2": 410.2,
        "ir_worst_vdd_uv": 347.7,
        "p_int_mw": 14.46,
        "power_frac_seq_pct": 14.7,
        "finalPower_mw": 26.20,
    },
    "job": {
        "tool_warnings": 41,
        "cap_violations": 0,
    },
    "placed_design": {
        "post-dp-hpwl_mm": 101.7,
        "dpl.cell_count": 7601,
        "postPlaceCellArea_um2": 61380,
        "gp_congestion": 0.9144,
        "portBuffers": 337,
    },
    "clocking": {
        "clk_pin_slew_ps": 60,
        "clkLatencyLatePin_ps": 630,
        "cts_hold_buf": 0,
        "post-cts-setup-buffers": 0,
        "cts_buffers": 66,
        "clock-sinks": 464,
        "cts_tree": "built",
        "clock_path_buffers": 3,
        "htreeDepth": 3,
        "cts-root-buf": "clkbuf_16",
        "cts_resized": 0,
    },
    "synth": {
        "ys.flops": 464,
        "yosys_area_um2": 56140,
        "ys_cells": 5788,
        "ys_warn_count": 1,
        "ys.flop_type": "dfrtp_1",
        "netlist_instances": 5788,
        "top_area_cell": "fa_1",
        "ys_seq_share_pct": 20.68,
        "synth_cell_types": 75,
        "syn-mean-instance-area_um2": 9.700,
        "yosysTopAreaCellShare_pct": 21.11,
        "synthesis.area_um2": 56140,
        "top_cells_by_area": "fa_1 21%, dfrtp_1 21%, ha_1 19%",
        "edf_count": 0,
        "postSynth.asyncResetShare_pct": 100.0,
    },
    "die": {
        "die_h_um": 337.1,
        "initial_core_util_pct": 50.59,
        "rows": 122,
        "die_w_um": 337.1,
        "ios": 338,
        "dieArea_um2": 113600,
        "core-area_um2": 111000,
    },
    "global_route": {
        "first_global_vias": 40960,
        "grt_pass1_wl_mm": 210.3,
        "grt-ovfl-total": 0,
        "track_usage_pct": 24.37,
        "grt_max_degree": 56,
        "antenna_found_initial": 8,
    },
    "outcome": {
        "outcome": "finished clean",
    },
    "setup_path": {
        "worstSetupPathType": "input port to flop",
        "cp-start-kind": "input port",
        "crit_arrival_ps": 7430,
        "cp.required_ps": 9210,
        "cp-end-kind": "flop",
        "cp_max_fo": 9,
    },
    "cells_and_area": {
        "stdcell_count": 7724,
        "drive_above_1_share_pct": 2.952,
        "fin_area_um2": 63860,
        "syn_to_final_growth_pct": 13.74,
    },
    "hold_path": {
        "min_path_type": "flop to flop",
    },
}
-- critical path, cell delays in order --
cell and delay (ps):
clkdlybuf4s50_1 750, nand2_1 150, fa_1 530, fa_1 540, inv_1 50, fa_1 480, inv_1 60, fa_1 480
inv_1 50, ha_1 220, or3_1 370, o22ai_1 210, o21ai_0 180, nor2_1 140, xnor2_1 130, ha_1 290
nand2_1 100, nor2_1 70, and3_1 180, a21oi_1 300, nor4b_1 90, a311o_1 320
-- synthesized netlist by cell type, types with 7 or more instances --
cell type and count:
clkbuf_1 19, a21o_1 149, inv_1 949, nor4_1 16
a211oi_1 18, a31oi_1 32, a311oi_1 10, o21ai_0 117
nand4_1 35, xnor2_1 291, o21bai_1 86, dfrtp_1 464
o21ai_1 7, xor2_1 104, o21a_1 47, nand2_1 274
nor2b_1 25, a2111oi_0 13, o211ai_1 15, nor3_1 51
a2111o_1 11, a21oi_1 309, or4_1 13, and3_1 19
o31ai_1 24, or3_1 19, fa_1 592, and2_1 869
ha_1 848, or2_2 18, a21oi_2 18, nand3_1 35
nand2b_1 27, nor2_1 154
-- per-layer routing --
layer,track usage [%],up-vias
met5,0,-
met4,6.219,14
met3,6.443,162
met2,37.76,699
met1,35.49,19060
li1,-,19770
-- final timing paths --
path                                     from            end  slack [ps]  cells after the start
worst min register to register  B11.out_c[16]  B11.out_c[16]         470                      1
worst max register to register    B7.out_a[3]  B11.out_c[16]        2870                     20
min in group asynchronous               reset   B13.out_c[8]        1640                      3
worst max-delay path                    a1[5]   B1.out_c[15]        1780                     22
max in group asynchronous               reset   B11.out_a[1]        5230                      5
worst min-delay path            B11.out_c[16]  B11.out_c[16]         470                      1
-- power groups by stage --
stage         Combinational (mW)  Sequential, mW  Clock, mW
CTS                         19.5            3.88       3.14
global route                22.0            3.97       3.22
finish                      19.3            3.86       3.04
-- cells in the final DEF, fill, tap and decap left out, types with 149 or more instances in the layout --
cell type,instances
ha_1,848
xnor2_1,291
nand2_1,274
fa_1,592
clkdlybuf4s50_1,337
inv_1,948
nor2_1,154
dfrtp_1,464
a21oi_1,309
a21o_1,149
and2_1,869
-- logic make-up (layout without fill, tap and decap cells) --
logic type / after synthesis / in the layout / synth area share (%)
fa+ha+maj: 1440 / 1440 / 40.01
other cells: 0 / 2 / 0
compound gates: 928 / 928 / 10.87
buf+inv: 972 / 1418 / 6.498
simple gates: 1583 / 1583 / 15.68
mux: 6 / 6 / 0.1070
xor+xnor: 395 / 395 / 6.162
flops: 464 / 464 / 20.68
-- layout make-up --
cell class | instances | area, um^2
clock inverter | 29 | 444.2
tap | 1488 | 1862
multi-input combinational | 4352 | 40880
sequential | 464 | 11610
antenna | 2 | 5.005
timing repair buffer | 348 | 3456
inverter | 949 | 3566
clock buffer | 92 | 2028
fill | 9549 | 47120
-- through the flow --
step,hold slack [ps],util (%),setup slack (ps)
after floorplan,420.4,-,679.1
after global placement,455.8,55.31,1224
after detailed placement,460.5,55.31,1145
after CTS,469.6,57.54,1822
after global routing,494.4,57.54,1440
final,465.3,57.54,1781
Power and IR drop assume default switching activity.
